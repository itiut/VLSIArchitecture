File: config.mk
export PLATFORM = sky130hd
export DESIGN_NAME = MEM
export DESIGN_NICKNAME = MEM
export VERILOG_FILES = /design/flow/design.v
export SDC_FILE = /design/flow/constraint.sdc
export NUM_CORES = 4
export LEC_CHECK = 1
export CORE_UTILIZATION = 40
export SYNTH_MEMORY_MAX_BITS = 65536
File: design.v
module MEM(input clk_i,
           input n_rst_i,
           input [31:0] EXMEM_pc_branched_i,
           input [31:0] EXMEM_alu_i,
           input EXMEM_alu_do_branch_i,
           input [31:0] EXMEM_b_i,
           input [4:0] EXMEM_reg_write_address_i,
           input EXMEM_ctrl_branch_i,
           input [1:0] EXMEM_ctrl_mem_read_i,
           input [1:0] EXMEM_ctrl_mem_write_i,
           input EXMEM_ctrl_reg_write_i,
           input EXMEM_ctrl_mem_to_reg_i,
           output reg [31:0] MEMWB_mem_o,
           output reg [31:0] MEMWB_alu_o,
           output reg [4:0] MEMWB_reg_write_address_o,
           output reg MEMWB_ctrl_reg_write_o,
           output reg MEMWB_ctrl_mem_to_reg_o,
           output [31:0] MEM_pc_branched_o,
           output MEM_do_branch_o);
    assign MEM_pc_branched_o = EXMEM_pc_branched_i;
    assign MEM_do_branch_o = (EXMEM_ctrl_branch_i & EXMEM_alu_do_branch_i);
    wire [31:0] _mem_read_data;
    memory memory(.clk_i(clk_i),
                  .address_i(EXMEM_alu_i[7:0]),
                  .write_data_i(EXMEM_b_i),
                  .ctrl_mem_read_i(EXMEM_ctrl_mem_read_i),
                  .ctrl_mem_write_i(EXMEM_ctrl_mem_write_i),
                  .read_data_o(_mem_read_data));
    always @(negedge n_rst_i or posedge clk_i) begin
        if (~n_rst_i) begin
            MEMWB_mem_o <= 0;
            MEMWB_alu_o <= 0;
            MEMWB_reg_write_address_o <= 0;
            MEMWB_ctrl_reg_write_o <= 0;
            MEMWB_ctrl_mem_to_reg_o <= 0;
        end else if (clk_i) begin
            MEMWB_mem_o <= _mem_read_data;
            MEMWB_alu_o <= EXMEM_alu_i;
            MEMWB_reg_write_address_o <= EXMEM_reg_write_address_i;
            MEMWB_ctrl_reg_write_o <= EXMEM_ctrl_reg_write_i;
            MEMWB_ctrl_mem_to_reg_o <= EXMEM_ctrl_mem_to_reg_i;
        end
    end
endmodule
module memory(input clk_i,
              input [7:0] address_i,
              input [31:0] write_data_i,
              input [1:0] ctrl_mem_read_i,
              input [1:0] ctrl_mem_write_i,
              output [31:0] read_data_o);
    reg [31:0] _mem[0:255];
    assign read_data_o = read(_mem[address_i], ctrl_mem_read_i);
    always @(negedge clk_i) begin
        case (ctrl_mem_write_i)
            2'b11: _mem[address_i] <= write_data_i;
            2'b10: _mem[address_i][15:0] <= write_data_i[15:0];
            2'b01: _mem[address_i][7:0] <= write_data_i[7:0];
        endcase
    end
    function [31:0] read;
        input [31:0] data;
        input [1:0] ctrl;
        case (ctrl)
            2'b11: read = data;
            2'b10: read = {{16{data[15]}}, data[15:0]};
            2'b01: read = {{24{data[7]}}, data[7:0]};
            default: read = 0;
        endcase
    endfunction
endmodule
File: constraint.sdc
current_design MEM

set clk_period 3.9
set clk_io_pct 0.2

create_clock -name clk0 -period $clk_period [get_ports {clk_i}]

set non_clock_inputs [all_inputs -no_clocks]
set_input_delay [expr $clk_period * $clk_io_pct] -clock clk0 $non_clock_inputs
set_output_delay [expr $clk_period * $clk_io_pct] -clock clk0 [all_outputs]
File: run.sh
#!/bin/bash
# OpenROAD 26Q1-2900-gdf79404cd8, Yosys 0.63+post, stock flow scripts
make -C /OpenROAD-flow-scripts/flow DESIGN_CONFIG=/design/flow/config.mk WORK_HOME=/design/flow/orfs finish
==> flow_metrics.env <==
# source this file to load flow results
export IMPL_drv_slew=0
export IMPL_intPower_w=0.164
export IMPL_die_w_um=892
export IMPL_die_area_mm2=0.796
export IMPL_cts_sinks=8263
export IMPL_firstDrtPassIters=5
export IMPL_vias_per_cell=5.05
export IMPL_switching_power_w=0.0622
export IMPL_netlist_instances=13200
export IMPL_hpwl_um=577000
export IMPL_clk_latency_ps=1170
export IMPL_start_kind="flop"
export IMPL_final_layout_size_suffix_gt1_share_pct=26.5
export IMPL_reg2reg_depth=12
export IMPL_ys_ff=8263
export IMPL_antenna_left=0
export IMPL_violations="negative setup slack"
export IMPL_ys_area_mm2=0.317
export IMPL_leakagePower_nw=166
export IMPL_grt_ovfl_total=0
export IMPL_top_level_ports=215
export IMPL_worst_r2r_setup_slack_ps=-950
export IMPL_power_density_mw_per_mm2=543
export IMPL_grtUsageTotal_pct=25.6
export IMPL_drt_initial_drc_count=11200
export IMPL_end_kind="flop"
export IMPL_gp_congestion=0.910
export IMPL_coreArea_mm2=0.789
export IMPL_clock_path_buffers=4
export IMPL_hold_violations=0
export IMPL_maxCapViolCount=0
export IMPL_grt_pass1_wl_um=1320000
export IMPL_fp_util_pct=40.2
export IMPL_hold_class="in -> async"
export IMPL_power_frac_seq_pct=43.8
export IMPL_syn2layout_area_growth_pct=31.2
export IMPL_ir_drop_v=0.000537
export IMPL_cts_root_buf="clkbuf_16"
export IMPL_setup_viol=32
export IMPL_port_buffers=150
export IMPL_tightest_slew_ps=916
export IMPL_power_w=0.226
export IMPL_fin_ws_ps=-955
export IMPL_ys_cells=13200
export IMPL_fin_skew_ps=140
export IMPL_path_clk_slew_ps=70
export IMPL_edf_count=8192
export IMPL_syn_avg_cell_area_um2=23.9
export IMPL_async_reset_ff_share_pct=0.859
export IMPL_grt_pass1_vias=209000
export IMPL_grt_max_degree=91
export IMPL_synth_top_cell_area_share_pct=77.6
export IMPL_regToRegStartpoint="memory._mem[39][7]$_DFFE_NP_"
export IMPL_syn_cell_area_mm2=0.317
export IMPL_numCtsBuffers=854
export IMPL_synth_cell_type_count=59
export IMPL_drcViolationCount=0
export IMPL_vias=177000
export IMPL_comb_power_share_pct=4.8
export IMPL_outcome="finished, violations left"
export IMPL_critical_path_class="reg -> reg"
export IMPL_ys_warn_count=2
export IMPL_clockPowerShare_pct=51.4
export IMPL_row_count=326
export IMPL_postLayoutCoreUtil_pct=52.7
export IMPL_area_leaders="edfxtp_1 (78%), mux4_2 (17%), nor2_1 (0.98%)"
export IMPL_cp_arrival_ps=5880
export IMPL_antenna_found_initial=37
export IMPL_relSlewSlack_pct=38.9
export IMPL_drt_total_wl_um=913000
export IMPL_largest_area_cell="edfxtp_1"
export IMPL_cts_tree="done"
export IMPL_cp_max_fo=8
export IMPL_die_h_um=892
export IMPL_flop_cell="edfxtp_1"
export IMPL_rr_endpoint="MEMWB_mem_o[19]$_DFF_PN0_"
export IMPL_swShare_pct=27.5
export IMPL_wire_per_inst_um=26.1
export IMPL_required_ps=4920
export IMPL_cts_max_level=6
export IMPL_ys_seq_share_pct=78.2
export IMPL_rsz0062_at_grt="yes"
export IMPL_warnings=1030
## state kept, by name (all words and copies together), names as in the netlist
signal                     flops
MEMWB_ctrl_reg_write_o         1
MEMWB_alu_o                   32
MEMWB_mem_o                   32
memory._mem                 8192
MEMWB_ctrl_mem_to_reg_o        1
MEMWB_reg_write_address_o      5
## cell usage in the layout (no fill, tap or decap), types with 11 or more instances in the layout
cell type / count
clkinvlp_2: 198
a22oi_1: 149
nand4_1: 20
nand2_2: 36
inv_6: 14
mux4_2: 2446
clkinv_8: 13
dfrtp_1: 71
a211oi_1: 12
inv_4: 65
dlygate4sd3_1: 35
nand3_1: 33
bufinv_16: 135
a21oi_1: 49
clkinv_4: 26
o22ai_1: 13
buf_12: 720
mux4_1: 29
mux2i_1: 152
a22oi_2: 14
buf_8: 13
mux2_2: 11
inv_1: 8398
inv_16: 17
edfxtp_1: 8192
nor2_1: 479
nand2_1: 97
buf_4: 1381
clkdlybuf4s50_1: 109
nor2_4: 239
clkbuf_8: 23
clkbuf_16: 866
clkinv_16: 16
nor3_1: 18
o21ai_0: 20
a22o_1: 17
nor2_2: 113
diode_2: 24
nand2_4: 27
## synth_stat cells (33+ instances only)
master / n
buf_4: 119
nand3_1: 41
mux2i_1: 164
nand2_1: 161
mux4_2: 2442
nor2_1: 831
buf_2: 158
buf_1: 94
a22oi_1: 163
dfrtp_1: 71
a21oi_1: 55
clkbuf_1: 356
buf_6: 66
edfxtp_1: 8192
mux4_1: 33
## repair_timing
action / in CTS / in global routing
resized: 74 / 49
setup endpoints to repair: 51 / 41
hold buffers: 35 / 0
pin swaps: 20 / 19
gates cloned: 0 / 1
buffers inserted: 1 / 3
endpoints found under the hold margin: 105 / 0
## routing by layer
| metal | up-vias | share of wire (%) | global-route usage, % |
|---|---|---|---|
| li1 | 78100 | - | - |
| met1 | 86500 | 30 | 26.9 |
| met2 | 10600 | 47 | 34.9 |
| met3 | 1580 | 19 | 24.3 |
| met4 | 95 | 3.6 | 11.1 |
| met5 | - | 0.38 | 2.14 |
## critical path: stages (launching register included)
cell	delay, ps
edfxtp_1	360
mux4_2	510
mux2i_1	170
buf_4	180
nor2_4	50
nor4_4	270
buf_4	190
o311ai_4	150
nand4_1	170
buf_6	140
o21a_4	320
clkbuf_16	240
o211ai_1	80
## cell families (layout without fill, tap and decap cells)
group / after synthesis / after routing / share of synthesized area, %
multiplexers: 2651 / 2651 / 18.2
flip-flops: 8263 / 8263 / 78.2
buffers and inverters: 810 / 12100 / 1.36
other: 0 / 24 / 0
AND-OR/OR-AND: 371 / 371 / 0.828
AND/OR/NAND/NOR: 1142 / 1142 / 1.45
## power by group through the flow
stage         registers (W)  logic [W]  clock network, W
finish               0.0988     0.0109             0.116
global route         0.0985     0.0114             0.130
CTS                  0.0987     0.0109             0.120
## how the worst max path moves through the flow
| stage | startpoint | endpoint | depth (start not counted) |
|---|---|---|---|
| 4_1_cts | memory._mem[33][7]$_DFFE_NP_ | MEMWB_mem_o[27]$_DFF_PN0_ | 12 |
| 5_1_grt | memory._mem[39][7]$_DFFE_NP_ | MEMWB_mem_o[18]$_DFF_PN0_ | 12 |
| 6_report | memory._mem[39][7]$_DFFE_NP_ | MEMWB_mem_o[19]$_DFF_PN0_ | 12 |
## per-stage QoR
step / setup slack (ps) / TNS [ps] / cell area [um^2] / instances / hold WS [ps]
2_1_floorplan: -1830 / - / 319000 / 13200 / 484
5_1_grt: -1020 / -26170 / 416000 / 35000 / 97.8
3_5_place_dp: -1620 / -7112930 / 355000 / 25200 / 735
6_report: -955 / -23970 / 416000 / 35000 / 97.5
3_3_place_gp: -1560 / -7047870 / 355000 / 25200 / 730
4_1_cts: -864 / -23280 / 416000 / 35000 / 36.1
## final cells by class
| cell class | instances | area, um^2 |
|---|---|---|
| clock inverters | 8887 | 38400 |
| clock buffers | 871 | 21700 |
| multi-input cells | 4164 | 67900 |
| repair buffers | 2292 | 26900 |
| diodes | 24 | 60.1 |
| flip-flops and latches | 8263 | 248000 |
| fillers | 59400 | 373000 |
| well taps | 10500 | 13100 |
| inverters | 6 | 35.0 |
Power and IR drop assume default switching activity.
