==> /design/flow/design.v <==
module EX(input clk_i,
          input n_rst_i,
          input [31:0] IDEX_pc_i,
          input [31:0] IDEX_ir_i,
          input [31:0] IDEX_a_i,
          input [31:0] IDEX_b_i,
          input IDEX_ctrl_reg_dst_i,
          input IDEX_ctrl_alu_src_i,
          input IDEX_ctrl_branch_i,
          input [1:0] IDEX_ctrl_mem_read_i,
          input [1:0] IDEX_ctrl_mem_write_i,
          input IDEX_ctrl_reg_write_i,
          input IDEX_ctrl_mem_to_reg_i,
          input MEM_do_branch_i,
          input [4:0] WB_reg_write_address_i,
          input [31:0] WB_reg_write_data_i,
          input WB_ctrl_reg_write_i,
          output reg [31:0] EXMEM_pc_branched_o,
          output reg [31:0] EXMEM_alu_o,
          output reg EXMEM_alu_do_branch_o,
          output reg [31:0] EXMEM_b_o,
          output reg [4:0] EXMEM_reg_write_address_o,
          output reg EXMEM_ctrl_branch_o,
          output reg [1:0] EXMEM_ctrl_mem_read_o,
          output reg [1:0] EXMEM_ctrl_mem_write_o,
          output reg EXMEM_ctrl_reg_write_o,
          output reg EXMEM_ctrl_mem_to_reg_o);
    wire [5:0] _op;
    wire [4:0] _rs;
    wire [4:0] _rt;
    wire [4:0] _rd;
    wire [4:0] _shift;
    wire [4:0] _aux;
    wire [31:0] _imm_dpl;
    wire [25:0] _addr;
    assign _op = IDEX_ir_i[31:26];
    assign _rs = IDEX_ir_i[25:21];
    assign _rt = IDEX_ir_i[20:16];
    assign _rd = IDEX_ir_i[15:11];
    assign _shift = IDEX_ir_i[10:6];
    assign _aux = IDEX_ir_i[4:0];
    assign _imm_dpl = {{16{IDEX_ir_i[15]}}, IDEX_ir_i[15:0]};
    assign _addr = IDEX_ir_i[25:0];
    wire [31:0] _a;
    wire [31:0] _b;
    wire [31:0] _alu_b;
    wire [31:0] _alu;
    wire _alu_zero;
    wire _alu_sign;
    wire _alu_do_branch;
    assign _a = forward_mux(IDEX_a_i,
                            EXMEM_alu_o,
                            WB_reg_write_data_i,
                            _forward_a);
    assign _b = forward_mux(IDEX_b_i,
                            EXMEM_alu_o,
                            WB_reg_write_data_i,
                            _forward_b);
    assign _alu_b = alu_b(_b,
                          _imm_dpl,
                          IDEX_ctrl_alu_src_i);
    assign _alu = (_op == 6'd3) ? (_imm_dpl << 16) :
                  (_op == 6'd41) ? IDEX_pc_i :
                  alu(alu_ctrl(_op, _aux),
                      _a,
                      _alu_b,
                      _shift);
    assign _alu_zero = ~|_alu;
    assign _alu_sign = _alu[31];
    assign _alu_do_branch = alu_do_branch(_op,
                                          _alu_zero,
                                          _alu_sign);
    wire [31:0] _pc_branched;
    assign _pc_branched = pc_branched(_op,
                                      IDEX_pc_i,
                                      _imm_dpl,
                                      _addr,
                                      _a);
    wire [4:0] _reg_write_address;
    assign _reg_write_address = (_op == 6'd41) ? 5'd31 :
                                (IDEX_ctrl_reg_dst_i) ? _rd : _rt;
    wire [1:0] _forward_a;
    wire [1:0] _forward_b;
    forwarding_unit forwarding_unit(.rs_i(_rs),
                                    .rt_i(_rt),
                                    .MEM_reg_write_address_i(EXMEM_reg_write_address_o),
                                    .MEM_ctrl_reg_write_i(EXMEM_ctrl_reg_write_o),
                                    .WB_reg_write_address_i(WB_reg_write_address_i),
                                    .WB_ctrl_reg_write_i(WB_ctrl_reg_write_i),
                                    .forward_a_o(_forward_a),
                                    .forward_b_o(_forward_b));
    always @(negedge n_rst_i or posedge clk_i) begin
        if (~n_rst_i) begin
            EXMEM_pc_branched_o <= 0;
            EXMEM_alu_o <= 0;
            EXMEM_alu_do_branch_o <= 0;
            EXMEM_b_o <= 0;
            EXMEM_reg_write_address_o <= 0;
            EXMEM_ctrl_branch_o <= 0;
            EXMEM_ctrl_mem_read_o <= 0;
            EXMEM_ctrl_mem_write_o <= 0;
            EXMEM_ctrl_reg_write_o <= 0;
            EXMEM_ctrl_mem_to_reg_o <= 0;
        end else if (clk_i) begin
            EXMEM_pc_branched_o <= _pc_branched;
            EXMEM_alu_o <= _alu;
            EXMEM_alu_do_branch_o <= _alu_do_branch;
            EXMEM_b_o <= _b;
            EXMEM_reg_write_address_o <= _reg_write_address;
            if (MEM_do_branch_i) begin
                EXMEM_ctrl_branch_o <= 0;
                EXMEM_ctrl_mem_read_o <= 0;
                EXMEM_ctrl_mem_write_o <= 0;
                EXMEM_ctrl_reg_write_o <= 0;
                EXMEM_ctrl_mem_to_reg_o <= 0;
            end else begin
                EXMEM_ctrl_branch_o <= IDEX_ctrl_branch_i;
                EXMEM_ctrl_mem_read_o <= IDEX_ctrl_mem_read_i;
                EXMEM_ctrl_mem_write_o <= IDEX_ctrl_mem_write_i;
                EXMEM_ctrl_reg_write_o <= IDEX_ctrl_reg_write_i;
                EXMEM_ctrl_mem_to_reg_o <= IDEX_ctrl_mem_to_reg_i;
            end
        end
    end
    function [31:0] pc_branched;
        input [5:0] op;
        input [31:0] pc;
        input [31:0] imm_dpl;
        input [25:0] addr;
        input [31:0] a;
        case (op)
            6'd32, 6'd33, 6'd34, 6'd35: pc_branched = pc + (imm_dpl << 2);
            6'd40, 6'd41: pc_branched = {4'b0, addr << 2};
            6'd42: pc_branched = a;
            default: pc_branched = pc;
        endcase
    endfunction
    function [4:0] alu_ctrl;
        input [5:0] op;
        input [4:0] aux;
        case (op)
            6'd0:    alu_ctrl = aux;
            6'd1: alu_ctrl = 5'd0;
            6'd4: alu_ctrl = 5'd8;
            6'd5:  alu_ctrl = 5'd9;
            6'd6: alu_ctrl = 5'd10;
            6'd32, 6'd33, 6'd34, 6'd35: alu_ctrl = 5'd2;
            6'd16, 6'd18, 6'd20, 6'd24, 6'd26, 6'd28: alu_ctrl = 5'd0;
            default:  alu_ctrl = 5'h1f;
        endcase
    endfunction
    function [31:0] forward_mux;
        input [31:0] EX_data;
        input [31:0] MEM_reg_write_data;
        input [31:0] WB_reg_write_data;
        input [1:0] forward;
        case (forward)
            2'b10: forward_mux = MEM_reg_write_data;
            2'b01:  forward_mux = WB_reg_write_data;
            default:      forward_mux = EX_data;
        endcase
    endfunction
    function [31:0] alu_b;
        input [31:0] IDEX_b;
        input [31:0] imm_dpl;
        input ctrl_alu_src;
        if (ctrl_alu_src) begin
            alu_b = imm_dpl;
        end else begin
            alu_b = IDEX_b;
        end
    endfunction
    function [31:0] alu;
        input [4:0] ctrl;
        input [31:0] a;
        input [31:0] b;
        input [4:0] shift;
        case (ctrl)
            5'd0: alu = a + b;
            5'd2: alu = a - b;
            5'd8: alu = a & b;
            5'd9:  alu = a | b;
            5'd10: alu = a ^ b;
            5'd11: alu = ~(a | b);
            5'd16: alu = a << shift;
            5'd17: alu = a >> shift;
            5'd18: alu = {{32{a[31]}}, a} >> shift;
            default:  alu = 32'hffffffff;
        endcase
    endfunction
    function alu_do_branch;
        input [5:0] op;
        input alu_zero;
        input alu_sign;
        case (op)
            6'd32: alu_do_branch = alu_zero;
            6'd33: alu_do_branch = ~alu_zero;
            6'd34: alu_do_branch = alu_sign;
            6'd35: alu_do_branch = alu_zero | alu_sign;
            6'd40, 6'd41, 6'd42: alu_do_branch = 1;
            default: alu_do_branch = 0;
        endcase
    endfunction
endmodule
module forwarding_unit(input [4:0] rs_i,
                       input [4:0] rt_i,
                       input [4:0] MEM_reg_write_address_i,
                       input MEM_ctrl_reg_write_i,
                       input [4:0] WB_reg_write_address_i,
                       input WB_ctrl_reg_write_i,
                       output [1:0] forward_a_o,
                       output [1:0] forward_b_o);
    assign forward_a_o = forward_a(rs_i,
                                   MEM_reg_write_address_i,
                                   MEM_ctrl_reg_write_i,
                                   WB_reg_write_address_i,
                                   WB_ctrl_reg_write_i);
    assign forward_b_o = forward_b(rt_i,
                                   MEM_reg_write_address_i,
                                   MEM_ctrl_reg_write_i,
                                   WB_reg_write_address_i,
                                   WB_ctrl_reg_write_i);
    function [1:0] forward_a;
        input [4:0] rs;
        input [4:0] MEM_reg_write_address;
        input MEM_ctrl_reg_write;
        input [4:0] WB_reg_write_address;
        input WB_ctrl_reg_write;
        if (MEM_ctrl_reg_write
            && MEM_reg_write_address != 0
            && MEM_reg_write_address == rs) begin
            forward_a = 2'b10;
        end else if (WB_ctrl_reg_write
                     && WB_reg_write_address != 0
                     && WB_reg_write_address == rs) begin
            forward_a = 2'b01;
        end else begin
            forward_a = 2'b00;
        end
    endfunction
    function [1:0] forward_b;
        input [4:0] rt;
        input [4:0] MEM_reg_write_address;
        input MEM_ctrl_reg_write;
        input [4:0] WB_reg_write_address;
        input WB_ctrl_reg_write;
        if (MEM_ctrl_reg_write
            && MEM_reg_write_address != 0
            && MEM_reg_write_address == rt) begin
            forward_b = 2'b10;
        end else if (WB_ctrl_reg_write
                     && WB_reg_write_address != 0
                     && WB_reg_write_address == rt) begin
            forward_b = 2'b01;
        end else begin
            forward_b = 2'b00;
        end
    endfunction
endmodule
==> /design/flow/config.mk <==
export PLATFORM = sky130hd
export DESIGN_NAME = EX
export DESIGN_NICKNAME = EX
export VERILOG_FILES = /design/flow/design.v
export SDC_FILE = /design/flow/constraint.sdc
export NUM_CORES = 4
export LEC_CHECK = 1
export CORE_UTILIZATION = 40
==> /design/flow/run.sh <==
#!/bin/bash
# OpenROAD 26Q1-2900-gdf79404cd8, Yosys 0.63+post, stock flow scripts
make -C /OpenROAD-flow-scripts/flow DESIGN_CONFIG=/design/flow/config.mk WORK_HOME=/design/flow/orfs finish
==> /design/flow/constraint.sdc <==
current_design EX

set clk_period 23.2
set clk_io_pct 0.2

create_clock -name clk0 -period $clk_period [get_ports {clk_i}]

set non_clock_inputs [all_inputs -no_clocks]
set_input_delay [expr $clk_period * $clk_io_pct] -clock clk0 $non_clock_inputs
set_output_delay [expr $clk_period * $clk_io_pct] -clock clk0 [all_outputs]
==> Flow_metrics.wiki <==
== Flow metrics ==
{| class="wikitable"
! Metric !! Value
|-
| Antenna violations before repair || 7
|-
| Post-cts resize count || 0
|-
| Pin count of the biggest net entering global routing || 59
|-
| CP max stage cell || sky130_fd_sc_hd__nand4_1
|-
| Yosys Warn Count || 2
|-
| DR WL/cell || 32.3 microns
|-
| Crit end category || flop
|-
| Number of pins with negative max-slew slack in the final report || 0
|-
| Root Buffer || sky130_fd_sc_hd__clkbuf_16
|-
| Postcts setup bufs || 0
|-
| Mapped cell area || 16,300 sq um
|-
| Worst setup SP type || input port
|-
| Fraction of final layout cells with drive strength greater than 1 || 9.38%
|-
| Count of port buffers added during placement || 286
|-
| Static leakage power || 7.92 nW
|-
| Detailed-route wire length || 93.9 mm
|-
| Wire length of the first global-routing pass || 134 mm
|-
| Placed Cells incl. Taps || 2,888
|-
| Antenna Violating Nets Remaining || 0
|-
| Grt total ovfl || 0
|-
| Area growth from synthesis to layout || 25.0%
|-
| Floorplan Utilization || 40.8%
|-
| Number of enable flip-flop cells || 0
|-
| Total CTS buffers || 9
|-
| Tightest slew margin relative to the limit || 23.9%
|-
| Num Clock Sinks || 109
|-
| Clk pin slew, worst setup/hold paths || 0.08 ns
|-
| Count of cell types in the netlist || 91
|-
| Pwr Total || 0.000868 W
|-
| First-pass DRT Iterations || 9
|-
| Core footprint || 40,000 sq um
|-
| Worst-skew pair later-pin latency || between 0.3 and 0.4 ns
|-
| Half-perimeter wire length of the detailed placement result || roughly 73 mm
|-
| Crit path required time || 23.47 ns
|-
| Worst-case hold path end point || EXMEM_b_o[16]
|-
| Peak fanout along the critical path || 15
|-
| Die Size || 41,600 sq um
|-
| Setup violators final || 0
|-
| Startpoint of the tightest hold check path || EXMEM_alu_o[16]
|-
| Critical path start-end classification || in -> reg
|-
| Clock buffer depth || 2
|-
| WHS || between 0.6 and 0.7 ns
|-
| Measured slew at the worst slew-check pin || 1.11 ns
|-
| Synthesized area per cell || 7.71 sq um
|-
| Final worst path period need || 12.65 ns
|-
| Vias per std cell || 6.82
|-
| Outcome || complete, no violations
|-
| Final instance count without filler cells || slightly below 3,000
|-
| Peak supply drop || 0.0359 mV
|-
| Maximum operating frequency || 79.1 MHz
|-
| Cell count of the worst hold path || 2
|-
| Hold-fix buffers at CTS || 0
|-
| Class of the worst hold path || reg -> reg
|-
| Total power density per cell area || about 43 nW/um^2
|-
| Number of cell instances after yosys synthesis || between 2,000 and 2,500
|-
| Final GP Congestion || 1.10
|-
| 1st-iter DRT viols || 2,402
|-
| TritonCTS clock tree || built
|-
| Ports || 287
|-
| Final-report hold violation count || 0
|-
| Beginning of the worst register-to-register path || EXMEM_reg_write_address_o[2]
|-
| Sum of negative setup slack || 0 ns
|-
| Yosys Chip Area || 16,300 sq um
|-
| Count of cells along the worst register-to-register path || 25
|-
| Global router's overall resource usage || between 40% and 50%
|-
| Delay of the slowest critical-path stage || approximately 0.74 ns
|-
| Sequential area share after synthesis || 16.7%
|-
| RSZ-0062 raised after global routing || false
|-
| Async set or reset register ratio after synthesis || approximately 100%
|-
| Worst Clk Skew || 0.0127 ns
|-
| Most frequently used flop master after synthesis || sky130_fd_sc_hd__dfrtp_1
|-
| Capture point of the worst reg-to-reg path || EXMEM_alu_do_branch_o
|-
| Reg-to-reg slack, setup || roughly 15 ns
|-
| Gate count after technology mapping || 2,117
|-
| Cell seen most often among critical-path stages || sky130_fd_sc_hd__nand2_1
|-
| Final period utilization || between 50 and 60%
|-
| Number of global-route vias before repair || about 19,000
|-
| Number of storage elements in the synthesis netlist || around 110
|-
| Standard-cell row count || approximately 73
|-
| Number of H-tree levels || 3
|-
| CP arrival || 12.92 ns
|-
| Total number of vias || 19,800
|-
| Vert. Die Dim || 204 microns
|-
| Maximum capacitance violations || 0
|-
| Number of remaining DRC errors || 0
|-
| Chip width || 204 microns
|-
| Tally of OpenROAD warnings || 58
|}
synth_stat cells (10+ instances only):
cell type	number	area (sq um)
sky130_fd_sc_hd__a21o_1	25	188
sky130_fd_sc_hd__o22ai_1	30	188
sky130_fd_sc_hd__nand2b_1	20	125
sky130_fd_sc_hd__mux2_2	12	135
sky130_fd_sc_hd__a311oi_1	37	324
sky130_fd_sc_hd__or3_1	13	81.3
sky130_fd_sc_hd__xnor2_1	93	815
sky130_fd_sc_hd__a222oi_1	20	200
sky130_fd_sc_hd__nor2b_1	23	144
sky130_fd_sc_hd__clkbuf_1	117	439
sky130_fd_sc_hd__nor3_1	74	370
sky130_fd_sc_hd__buf_1	16	60.1
sky130_fd_sc_hd__a21oi_1	112	561
sky130_fd_sc_hd__a22oi_1	15	113
sky130_fd_sc_hd__ha_1	125	1560
sky130_fd_sc_hd__a221oi_1	30	263
sky130_fd_sc_hd__nor4_1	31	194
sky130_fd_sc_hd__nand3_1	77	385
sky130_fd_sc_hd__o21ai_0	190	951
sky130_fd_sc_hd__mux2i_1	78	781
sky130_fd_sc_hd__o221ai_1	17	149
sky130_fd_sc_hd__inv_1	97	364
sky130_fd_sc_hd__o211ai_1	30	225
sky130_fd_sc_hd__o31ai_1	17	128
sky130_fd_sc_hd__nand2_1	161	604
sky130_fd_sc_hd__xor2_1	27	236
sky130_fd_sc_hd__and2_1	17	106
sky130_fd_sc_hd__dfrtp_1	109	2730
sky130_fd_sc_hd__a31oi_1	47	294
sky130_fd_sc_hd__o21a_1	15	113
sky130_fd_sc_hd__and3_1	10	62.6
sky130_fd_sc_hd__a211oi_1	25	188
sky130_fd_sc_hd__nor2_1	161	604
sky130_fd_sc_hd__mux4_2	34	766
area by class of cell:
cell class                 instances  area, sq um
inverter                          99          372
clock buffer                      11          253
fill                            3803        19600
antenna                            5         12.5
clock inverter                     4         55.1
sequential                       109         2730
multi-input combinational       1760        12700
timing repair buffer             395         3660
tap                              525          657
logic make-up after synthesis:
logic type / synth area share, %
xor+xnor: 6.44
simple gates: 19.3
mux: 10.3
buf+inv: 5.99
compound gates: 31.4
fa+ha+maj: 9.82
flops: 16.7
critical path: cells and delay by family:
family	cells	cell delay, ns
compound gates	11	4.19
simple gates	8	1.98
buf+inv	2	0.85
mux	2	0.55
fa+ha+maj	1	0.38
xor+xnor	2	0.29
report_power, final:
part	total, W	internal [W]	switching (W)	leakage, nW
Sequential	0.000220	0.000206	0.0000139	1.23
Clock	0.000173	0.0000900	0.0000826	0.148
Combinational	0.000476	0.000193	0.000282	6.54
flip-flops by register name, summed over array words and instances, names as in the netlist:
signal                     count
EXMEM_alu_do_branch_o          1
EXMEM_alu_o                   32
EXMEM_b_o                     32
EXMEM_ctrl_branch_o            1
EXMEM_ctrl_mem_read_o          2
EXMEM_ctrl_mem_to_reg_o        1
EXMEM_ctrl_mem_write_o         2
EXMEM_ctrl_reg_write_o         1
EXMEM_pc_branched_o           32
EXMEM_reg_write_address_o      5
worst max path at each step:
stage | slack (ns) | endpoint | from
after CTS | 10.97 | EXMEM_alu_do_branch_o | IDEX_ir_i[18]
after global routing | 10.18 | EXMEM_alu_do_branch_o | IDEX_ir_i[18]
final | 10.55 | EXMEM_alu_do_branch_o | IDEX_ir_i[18]
metal layers:
layer  track usage, %  vias up  routed length (microns)
li1                 -     8637                        -
met1             59.8     9409                    35600
met2             67.6     1420                    40000
met3             13.2      370                    10500
met4             30.3        4                     7720
met5                0        -                       28
through the flow:
stage	setup slack [ns]	instance area (sq um)	utilization, %
final	10.55	20400	51.0
after global routing	10.18	20400	51.0
after CTS	10.97	20400	51.0
after detailed placement	10.60	20100	50.2
after global placement	10.73	20100	50.2
after floorplan	12.63	16300	-
cells in the final DEF, fill, tap and decap left out, drive strengths merged, types with 27 or more instances in the layout:
cell,count
xnor2,93
a311oi,37
a21oi,112
mux4,34
buf,113
o211ai,31
o21ai,195
a221oi,30
ha,125
a31oi,56
o22ai,30
nor3,74
nor4,31
nor2,161
dfrtp,109
xor2,27
nand2,161
inv,99
clkdlybuf4s50,282
nand3,77
mux2i,78
Power and IR drop assume default switching activity.
