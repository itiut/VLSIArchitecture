`config.mk`:
```
export PLATFORM = sky130hd
export DESIGN_NAME = WB
export DESIGN_NICKNAME = WB
export VERILOG_FILES = /design/flow/design.v
export SDC_FILE = /design/flow/constraint.sdc
export NUM_CORES = 4
export LEC_CHECK = 1
export CORE_AREA = 10 10 70 70
export DIE_AREA = 0 0 80 80
```
`constraint.sdc`:
```
current_design WB

set clk_period 1.0
set clk_io_pct 0.2

create_clock -name clk0 -period $clk_period

set non_clock_inputs [all_inputs -no_clocks]
set_input_delay [expr $clk_period * $clk_io_pct] -clock clk0 $non_clock_inputs
set_output_delay [expr $clk_period * $clk_io_pct] -clock clk0 [all_outputs]
```
`design.v`:
```
module WB(input clk_i,
          input n_rst_i,
          input [31:0] MEMWB_mem_i,
          input [31:0] MEMWB_alu_i,
          input [4:0] MEMWB_reg_write_address_i,
          input MEMWB_ctrl_reg_write_i,
          input MEMWB_ctrl_mem_to_reg_i,
          output [4:0] WB_reg_write_address_o,
          output [31:0] WB_reg_write_data_o,
          output WB_ctrl_reg_write_o);
    assign WB_reg_write_address_o = MEMWB_reg_write_address_i;
    assign WB_reg_write_data_o = (MEMWB_ctrl_mem_to_reg_i) ? MEMWB_mem_i : MEMWB_alu_i;
    assign WB_ctrl_reg_write_o = MEMWB_ctrl_reg_write_i;
endmodule
```
`run.sh`:
```
#!/bin/bash
# OpenROAD 26Q1-2900-gdf79404cd8, Yosys 0.63+post, stock flow scripts
make -C /OpenROAD-flow-scripts/flow DESIGN_CONFIG=/design/flow/config.mk WORK_HOME=/design/flow/orfs finish
```
==> results.txt <==
Implementation summary

Global routing finished with a remaining overflow of 0. After global routing, the most crowded layer is met2. Counting the warning lines in the Yosys log gives 0. The instance count of the mapped netlist is 42. In the post-synthesis netlist, the cell with the most instances is sky130_fd_sc_hd__mux2_4. The data arrival at the endpoint of the critical path is 970 ps. The buffer-and-inverter tally for the worst setup path is 4. Counting I/O delays and the setup requirement, the final critical path takes 1170 ps. The routed via count divided by cell count is 3.69. The share of the core filled by cells before placement is 17.3%. The maximum net fanout on the critical path is 8. The transition time recorded at the tightest slew-check pin is 90.1 ps.

In this run the biggest area consumer among cell types represents 76.4% of the synthesized area. The static power due to leakage is 0.836 nW. Per the detailed-route log, wirelength across all metal layers totals 2810 um. The maximum number of pins on one net before global-route repair is 11. For reference, the critical path cell chain is buf_12 -> buf_12 -> buf_12 -> mux2_4 -> buf_6.

The cell-mix breakdown from Yosys lists the compound-gate area share as 0%. The number of placed instances, taps included, is 177. The first global-routing pass estimated 4100 um of wire. The startpoint of the worst setup timing path is MEMWB_ctrl_mem_to_reg_i. The run reported a max-capacitance violation count of 0.

The completed layout was analyzed and its total power is 0.000592 W. After detailed routing, the number of remaining DRC violations is 0. Nets still carrying antenna violations after routing amount to 0.

The flow ran to the end, but the final reports show violations. The overall die size recorded for this design is 6400 um^2. The share of synthesized area spent on multiplexers is 80.3%. In this build the clock could be raised as far as 851 MHz.

The routed design shows a wire length per standard cell of 15.5 um. Per the OpenROAD floorplan log, the width of the die is 80 um. The yosys-reported design area after synthesis is 589 um^2.

The buffer_ports step reported a buffer count of 97. The slowest cell on the critical path is sky130_fd_sc_hd__mux2_4. Counting the clock-network buffers in the layout gives 0. The cell that appears most often on the critical path is sky130_fd_sc_hd__buf_12. The worst hold-check path type is in2out. Detailed placement finished with a half-perimeter wire length of 2560 um. The endpoint class of the critical path is an output pin.

Among the non-sequential cells, multiplexers take the most area. The number of global-route vias before repair is 734. The flow measured a signed area growth from synthesis to layout of 158%. The met3 track demand over resource in global routing is 2.27%. The number of non-filler instances in the completed layout is 181. After clock tree synthesis, the flow added hold-fix buffers numbering 0. Per the summary, power density relative to cell area is 389 nW/um^2.

The data required time at the worst endpoint is 800 ps. The number of antenna violations at the first check in global routing came to 0. The met1 track utilization from global routing is 7.19%.

The number of DRC markers in iteration 0 is 3. The finished cells cover 1520 um^2. Setup slack on the critical path of the routed design comes to -175 ps. The total number of placement rows is 21. The number of antenna repair diodes is 0. After synthesis, the mean cell area works out to 14.0 um^2. According to the cell report, flip-flops and latches in the layout number 0. After floorplanning, the core was sized to cover 3420 um^2. The simple-gate share of the synthesized area is 0%. VDD sags by at most 176 uV. The count of endpoints failing hold in the final timing report is 0. The cell-mix breakdown from Yosys lists the XOR/XNOR area share as 0%. The stage logs contain a warning count of 36. The cell-mix breakdown from Yosys lists the adder-cell area share as 0%. The post-synthesis instance area is 589 um^2.

The number of different library cells used by synthesis comes to 5. Grouping stages by cell kind, the critical path spends the most delay in buffers and inverters. The global routing usage on met2 is 17.2%. The final layout report lists a filler cell count of 348. The checks that failed: negative setup slack. The critical path startpoint category is an input pin. The boundary pin count is 111. The pre-antenna-repair detailed-routing pass consisted of 2 iterations. The stage delay of the slowest cell on the critical path is 300 ps. The worst hold margin is 400 ps.

The post-synthesis sequential area ratio is 0%. The vertical die size is 80 um. Max-slew check failures listed in the final report amount to 0. The relative max-transition margin is 94.0%. The overall global routing resource usage is 7.94%. The number of failing setup endpoints in the final timing report is 32. The critical path class is in2out.

Per the Yosys statistics, synthesis produced 42 cells. The part of the cycle the worst path needs is 117%. Summing all flip-flop and latch instances after layout gives 0 um^2.

The placement stage leaves a total instance area of 1540 um^2. Setup repair after global routing could not meet its margin everywhere. The largest area contributor in the synthesized netlist is sky130_fd_sc_hd__mux2_4.

Ranked by total cell area, the synthesized netlist is headed by sky130_fd_sc_hd__mux2_4, sky130_fd_sc_hd__buf_12, sky130_fd_sc_hd__buf_4. The placer congestion estimate is 0.714. The worst hold path startpoint is MEMWB_reg_write_address_i[0]. Per the final layout report, the fraction of cells sized above drive strength 1 comes to 52.6%. Ranked by instance count, the synthesized netlist is headed by sky130_fd_sc_hd__mux2_4, sky130_fd_sc_hd__buf_4, sky130_fd_sc_hd__buf_12, sky130_fd_sc_hd__mux2_2, sky130_fd_sc_hd__buf_6. The number of vias in the routed layout is 668. Summed over all failing endpoints, the final setup total negative slack is -3300 ps.
-- placed cells by master, fill, tap and decap left out --
cell and n:
sky130_fd_sc_hd__mux2_4 32, sky130_fd_sc_hd__buf_12 4, sky130_fd_sc_hd__clkdlybuf4s50_1 9, sky130_fd_sc_hd__dlygate4sd2_1 52
sky130_fd_sc_hd__buf_4 1, sky130_fd_sc_hd__buf_6 19, sky130_fd_sc_hd__buf_2 14, sky130_fd_sc_hd__buf_16 1
sky130_fd_sc_hd__dlymetal6s2s_1 3
-- where the power goes --
part | switching [W] | internal, W
Clock | 0 | 0
Combinational | 0.000129 | 0.000463
Sequential | 0 | 0
-- cell families after synthesis --
| family | Yosys count |
|---|---|
| buf+inv | 10 |
| mux | 32 |
-- final timing paths --
kind	end	slack, ps	cells past startpoint
worst min-delay path	WB_reg_write_address_o[0]	400	0
worst max-delay path	WB_reg_write_data_o[17]	-170	5
-- repair_timing --
item                                    4_1_cts  5_1_grt
buffers inserted                              3        0
gates cloned                                  1        0
gates resized                               171        6
endpoints found under the setup margin       32       32
-- per-layer routing --
metal | wire length (um) | part of all wire, %
met5 | 0 | 0
met4 | 0 | 0
met3 | 236 | 8.4
met2 | 1750 | 62
met1 | 827 | 29
-- through the flow --
stage	utilization, %	setup slack, ps
after floorplan	-	66.9
after global placement	45.0	-498
after detailed placement	45.0	-501
after CTS	43.7	-181
after global routing	44.5	-195
final	44.5	-175
-- final cells by class --
class	instances	area (um^2)	area share [%]
Multi-Input combinational cell	32	480	31.6
Tap cell	46	57.6	3.79
Timing Repair Buffer	103	982	64.6
No activity file was given, so power comes from the tool's default toggle rates.
